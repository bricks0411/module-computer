$ cat run.sh
#!/bin/bash
# OpenROAD 26Q1-2900-gdf79404cd8, Yosys 0.63+post, stock flow scripts
make -C /OpenROAD-flow-scripts/flow DESIGN_CONFIG=/design/flow/config.mk WORK_HOME=/design/flow/orfs finish
$ cat config.mk
export PLATFORM = sky130hd
export DESIGN_NAME = reg_group
export DESIGN_NICKNAME = reg_group
export VERILOG_FILES = /design/flow/design.v
export SDC_FILE = /design/flow/constraint.sdc
export NUM_CORES = 4
export LEC_CHECK = 1
export CORE_UTILIZATION = 30
$ cat constraint.sdc
current_design reg_group

set clk_period 1.6
set clk_io_pct 0.2

create_clock -name clk0 -period $clk_period [get_ports {clk}]

set non_clock_inputs [all_inputs -no_clocks]
set_input_delay [expr $clk_period * $clk_io_pct] -clock clk0 $non_clock_inputs
set_output_delay [expr $clk_period * $clk_io_pct] -clock clk0 [all_outputs]
$ cat design.v
module reg_group(we, clk, sr, dr, i, s, d);
	input we, clk;
	input [1:0] sr, dr;
	input [7:0] i;
	output reg [7:0] s, d;
	reg [7:0] r0=8'b0000_0001, r1=8'b0000_0000, r2=8'b0000_0000, r3=8'b0000_0111;
always @ (*)
begin
	if(sr==2'b00)
		s=r0;
	else if(sr==2'b10)
		s=r2;
	else if(sr==2'b01)
		s=r1;
	else 
		s=r3;
	if(dr==2'b00)
		d=r0;
	else if(dr==2'b10)
		d=r2;
	else if(dr==2'b01)
		d=r1;
	else
		d=r3;
end
always @ (negedge clk)
begin
	if(we==1'b1)
	begin
		if(dr==2'b00)
			r0=i;
		else if(dr==2'b10)
			r2=i;
		else if(dr==2'b01)
			r1=i;
		else
			r3=i;	
	end
end
endmodule
==> ci_impl_report.md <==
### Yosys + OpenROAD results

| Metric | Value |
|---|---|
| H-tree Lvls | `2` |
| Chip width | `73.5 um` |
| Hold/Removal Path Class | `input port to flop` |
| Vias per std cell | `4.61` |
| Flops after synth | `32` |
| Area post-placement | `2140 um^2` |
| Area of the mapped netlist | `1530 um^2` |
| Worst Setup Path Type | `flop to primary output` |
| Largest net degree at the start of global routing | `11` |
| RSZ-0062 raised after global routing | `true` |
| Via count of the first global-routing pass | `1271` |
| GRT overflow | `0` |
| Yosys aoi share | `0.0400` |
| Final worst slack | `-0.896 ns` |
| Distinct lib cells | `18` |
| DRT Pass-1 Iters | `6` |
| Peak supply drop | `0.644 mV` |
| Area reported by Yosys stat | `1530 um^2` |
| Clock-pin slew on the worst setup and hold paths | `0.05 ns` |
| CTS root buffer | `clkbuf_8` |
| Slew HR | `0.844` |
| Basic Gates by Area | `0.0915` |
| Drt drc | `0` |
| CTS tree | `done` |
| Die Height | `73.5 um` |
| Setup violations, final | `48` |
| Post-Route WL | `3670 um` |
| Global routing usage on met2 | `0.193` |
| Core area | `4820 um^2` |
| Layout area overhead | `59.9%` |
| Buffers on Ports | `29` |
| Mux area share | `0.170` |
| Failing checks | `setup timing` |
| DRT iter0 DRCs | `24` |
| Ports | `30` |
| Hold slack final | `1.30 ns` |
| Initial antenna violation count | `0` |
| Most frequent logic cell in the layout | `inv_1` |
| Critical path arrival | `2.18 ns` |
| FF+latch area | `961 um^2` |
| First-pass GRT wire length | `5820 um` |
| Fin area | `2450 um^2` |
| Synth warn | `1` |
| Crit path max fanout | `2` |
| Max-cap viol count | `0` |
| GP Congestion | `0.844` |
| Sink Count | `32` |
| Place WS | `-1.18 ns` |
| Status | `complete, but fails checks` |
| Register share after synthesis | `0.627` |
| Post-DP HPWL | `2420 um` |
| Average wire per cell in the routed design | `14.6 um` |
| Initial Util | `0.318` |
| Clk buf depth | `2` |
| Layout fillers | `424` |
| Power per cell area | `990 nW/um^2` |
| Detail Route Antenna Nets | `0` |
| Leakage power | `1.02 nW` |
| Adder share | `0.0327` |
| # Cells Yosys | `90` |
| Final tally of max-slew violations | `0` |
| Worst Tran Pin Value | `0.233 ns` |
| Die footprint | `5390 um^2` |
| Top non-seq family | `multiplexers` |
| GR met1 Demand/Resource | `0.221` |
| Gr busiest metal | `met1` |
| Most frequent cells in the layout | `inv_1, edfxtp_1, buf_4` |
| Logic area | `664 um^2` |
| Gr usage total | `0.158` |
| Gate count after technology mapping | `90` |
| N_diodes | `0` |
| Row cnt | `25` |
| Share of cells above drive strength 1 | `0.484` |
| Hold Vio Cnt, Final | `0` |
| XOR Share, Synth | `0` |
| Via count | `1157` |
| Log Warnings | `63` |
| Startpoint types | `flop` |
| CTS Buf Count | `5` |
| CP Data Required Time | `1.28 ns` |
| Met3 usage | `0.130` |
| Crit end category | `primary output` |
| Mapped Avg Cell Area | `17.0 um^2` |
## path summary, 6_finish.rpt
path,cells past startpoint,end,from
worst max-delay path,2,s[3],r3[3]$_DFFE_NP_
worst min-delay path,2,r2[1]$_DFFE_NP_,we
## power by group
| part | leakage (nW) | internal, mW | switching [mW] |
|---|---|---|---|
| logic | 0.496 | 0.207 | 0.130 |
| registers | 0.294 | 0.981 | 0.0217 |
| clock network | 0.230 | 0.565 | 0.519 |
| total | 1.02 | 1.75 | 0.672 |
## area by class of cell
type	count	share of cell area
clock buffers	5	0.0281
clock inverters	35	0.0654
inverters	3	0.0128
multi-input cells	48	0.271
flip-flops and latches	32	0.392
well taps	67	0.0342
repair buffers	61	0.196
## cells in the mapped netlist, drive strengths merged
| cell | count | area (um^2) |
|---|---|---|
| a211oi | 7 | 52.6 |
| a221oi | 1 | 8.76 |
| and2 | 1 | 6.26 |
| and3b | 1 | 8.76 |
| buf | 4 | 35.0 |
| clkbuf | 2 | 8.75 |
| edfxtp | 32 | 961 |
| ha | 4 | 50.1 |
| inv | 4 | 15.0 |
| mux2i | 8 | 80.1 |
| mux4 | 8 | 180 |
| nor2 | 1 | 3.75 |
| nor2b | 7 | 43.8 |
| nor3b | 9 | 67.6 |
| nor4bb | 1 | 10.0 |
## layer usage
layer / up-vias / part of all wire
met5: - / 0
met3: 4 / 0.13
met2: 54 / 0.43
met1: 557 / 0.43
li1: 542 / -
met4: 0 / 0.0074
## kinds of logic after synthesis
logic type               after synthesis
AND/OR/NAND/NOR                       20
adder cells (fa/ha/maj)                4
AND-OR/OR-AND                          8
buffers and inverters                 10
multiplexers                          16
flip-flops                            32
## flip-flops by register name, summed over array words and instances, names as in the netlist
name / count
r1: 8
r3: 8
r0: 8
r2: 8
## critical path: stages, from the launching register on
cell and delay, ns:
edfxtp_1 0.39, mux4_2 0.49, buf_2 0.13
## through the flow
stage | cells | power (mW) | util | setup TNS, ns
after floorplan | 90 | 1.26 | - | -20.79
after global placement | 206 | 1.47 | 0.444 | -58.38
after detailed placement | 206 | 1.47 | 0.444 | -58.58
after CTS | 247 | 2.44 | 0.496 | -20.85
after global routing | 251 | 2.60 | 0.508 | -19.70
final | 251 | 2.42 | 0.508 | -18.21
## what timing repair did
item	4_1_cts	5_1_grt
hold buffers	0	0
pin swaps	16	9
gates resized	76	13
setup buffers	3	5
setup endpoints to repair	48	48
Power is estimated from default activity; no workload was simulated.
