==> /design/flow/design.v <==
module au(au_en, ac, a, b, t, gf);
	input wire au_en;
	input wire [3:0] ac;
	input wire [7:0] a;
	input wire [7:0] b;
	output reg [7:0] t;
	output reg gf;
always @ (au_en, ac, a, b)
begin
	gf=1'b0;
	t=8'b0000_0000;
	if(au_en==1'b1)
	begin 
		if(ac==4'b1000)
			begin t=a+b; end
		else if(ac==4'b1001)
			begin 
				t=b+(~a)+8'b0000_0001;
				if(t[7]==0)
					begin gf=1; end
				else if(t[7]==1)
					begin gf=1; end
			end
		else if(ac==4'b0100 || ac==4'b0101 || ac==4'b1101)
			begin t=a; end
		else
			begin t=8'hZZ; end
	end
	else
		begin t=8'hZZ; end
end
endmodule
==> /design/flow/run.sh <==
#!/bin/bash
# OpenROAD 26Q1-2900-gdf79404cd8, Yosys 0.63+post, stock flow scripts
make -C /OpenROAD-flow-scripts/flow DESIGN_CONFIG=/design/flow/config.mk WORK_HOME=/design/flow/orfs finish
==> /design/flow/config.mk <==
export PLATFORM = sky130hd
export DESIGN_NAME = au
export DESIGN_NICKNAME = au
export VERILOG_FILES = /design/flow/design.v
export SDC_FILE = /design/flow/constraint.sdc
export NUM_CORES = 4
export LEC_CHECK = 1
export CORE_AREA = 10 10 70 70
export DIE_AREA = 0 0 80 80
==> /design/flow/constraint.sdc <==
current_design au

set clk_period 7.6
set clk_io_pct 0.2

create_clock -name clk0 -period $clk_period

set non_clock_inputs [all_inputs -no_clocks]
set_input_delay [expr $clk_period * $clk_io_pct] -clock clk0 $non_clock_inputs
set_output_delay [expr $clk_period * $clk_io_pct] -clock clk0 [all_outputs]
==> results.ini <==
[synth]
synth.largest_area_cell=ha_1
synth.area.top_cells=ha_1, inv_1, o21ai_0
synthTopCellsByCount=ha_1, inv_1, o21ai_0
yosysUniqueCellTypes=33
ys_cells=102
netlist_area_um2=719
yosysChipArea_um2=719
most_common_cell=ha_1
ys_warn_count=3
ys_seq_share_pct=0
avgSynthCellArea_um2=7.05
yosysTopAreaCellShare_pct=26.1
synth_cells=102

[outcome]
status=finished clean

[floorplanning]
fp_util_pct=21.1
core_um2=3420
rows=21
die_area_um2=6400
dieHeight_um=80
die_x_um=80
ios=30

[worst_setup_path]
required_ns=6.08
cp_max_fo=4
cp.arrival_ns=4.09
crit_path_end_kind=output port
crit_type=in -> out
worstSetupStartpointType=input port

[drt]
top_layer=met3
viasPerCell=4.24
drcViolationCount=0
drt_first_pass_iters=4
met3WireLength_um=221
met1_length_um=972
diodes=0
wire_per_inst_um=11.0
wl_met2_um=715
drt_iter0_drc=25
via_count=738
wl_mm=1.91
route.antenna.remaining_nets=0

[timing]
min_period_ns=5.61
finalHoldViolCount=0
setup_viol=0
tns_ns=0
rsz0062_at_grt=no
tightest_slew_ns=0.442
setup_slack_ns=1.99
relSlewSlack_pct=70.5
period_used_pct=73.9
slew_viol_final=0
max_freq_mhz=178

[final_layout]
finalInstanceArea_um2=1050
flop-count=0
seq_area_um2=0
fin_cells=174
clkbuf_count=0
syn2layout_area_growth_pct=46.4
layout-drive-gt1-share_pct=3.13

[power]
ir_drop_v=0.0000143
power_density_nw_per_um2=56.7
p_leak_nw=0.470

[global_route]
grt_pass1_vias=739
grt_pass1_wl_mm=3.15
antenna_found_initial=0
overflow=0
grt_usage_pct=5.72
grt_max_degree=14

[placement]
dpl-instance-area_um2=1050
dp_hpwl_mm=1.65
pre_cts_slack_ns=1.98
port_buffers=30
gp_congestion=0.794
place_inst=174

[job]
tool_warnings=40
maxCapViolCount=0

[hold_path]
hold_class=in -> out

[cts]
cts_setup_buffers=0
cts_hold_buf=0
cts-resized-gates=0

==> layout make-up <==
type                       count  area (um^2)
fill                         383         2360
tap                           46         57.6
inverter                      13         48.8
timing repair buffer          30          300
multi-input combinational     85          647
==> worst paths after layout <==
check / start / endpoint / cells after the start
worst max-delay path: a[0] / t[6] / 11
worst min-delay path: a[7] / t[7] / 3
==> power by group <==
| part | internal [mW] | switching, mW | leakage, nW |
|---|---|---|---|
| clock | 0 | 0 | 0 |
| combinational | 0.0338 | 0.0260 | 0.470 |
| sequential | 0 | 0 | 0 |
| total | 0.0338 | 0.0260 | 0.470 |
==> per-stage QoR <==
stage | utilization (%) | hold WS (ns) | total power, mW
finish | 30.8 | 3.98 | 0.0598
detailed placement | 30.8 | 3.98 | 0.0599
global placement | 30.8 | 3.99 | 0.0599
CTS | 30.8 | 3.99 | 0.0606
floorplan | - | 3.07 | 0.0346
global route | 30.8 | 4.02 | 0.0673
==> worst max-delay path, cell delays in order <==
cell and delay (ns):
clkdlybuf4s50_1 0.53, ha_1 0.18, inv_1 0.05, fa_1 0.38
o21bai_1 0.13, a21oi_1 0.09, o21bai_1 0.13, a211oi_1 0.10
or3_1 0.36, a31o_1 0.22, clkdlybuf4s50_1 0.41
==> metal layers <==
metal  up-vias  track usage, %
li1        403               -
met5         -               0
met3         0            2.16
met4         0               0
met2        21            8.43
met1       314            8.19
==> cell families after synthesis <==
family | synth area share [%]
compound gates | 29.9
simple gates | 20.5
fa+ha+maj | 31.7
buf+inv | 10.1
xor+xnor | 4.87
mux | 2.96
==> placed cells by master, fill, tap and decap left out <==
cell | synthesis | final
o21ba_2 | 1 | 1
nand2_1 | 8 | 8
and3_1 | 3 | 3
and2_1 | 1 | 1
o21bai_1 | 2 | 2
fa_1 | 2 | 2
a211oi_1 | 2 | 2
nor2_1 | 6 | 6
clkdlybuf4s50_1 | 0 | 30
o31ai_1 | 2 | 2
a31o_1 | 1 | 1
xnor2_1 | 3 | 3
ha_1 | 15 | 15
a311oi_2 | 1 | 1
o2111a_1 | 1 | 1
mux2i_1 | 1 | 1
xor2_1 | 1 | 1
o21ai_0 | 9 | 9
nor2b_1 | 4 | 4
nor3_1 | 1 | 1
nor3_2 | 1 | 1
a21oi_1 | 8 | 8
o21ai_1 | 2 | 2
nand3_1 | 2 | 2
nand2b_1 | 1 | 1
o21a_1 | 3 | 3
or3_1 | 1 | 1
mux2_2 | 1 | 1
o211ai_1 | 1 | 1
nor3b_1 | 1 | 1
inv_1 | 13 | 13
Power figures rest on the tool's default switching activity, not on a simulated workload.
