==> design.v <==
module con_signal(
	mova, movb, movc, movd, add, 
	sub, jmp, jg, g, in1, out1, 
	movi, halt, ir, sm,
	sm_en, ir_ld, ram_re, ram_wr, pc_ld, pc_in,
	reg_sr, reg_dr, reg_we, s, au_en, au_ac, 
	gf_en, in_en, out_en, mux_s,
);
	input wire mova, movb, movc, movd;
	input wire add, sub, jmp, jg, g;
	input wire in1, out1, movi, halt, sm;
	input wire [7:0] ir;
	output reg sm_en, ir_ld, ram_re, ram_wr;
	output reg pc_ld, pc_in, reg_we, au_en;
	output reg gf_en, in_en, out_en, mux_s;
	output reg [1:0] reg_sr, reg_dr, s;
	output reg [3:0] au_ac;
always @ (*)
begin
	pc_ld=jmp|(jg & g);
	pc_in=movi|(~sm);
	ram_wr=movb;
	ram_re=(~sm)|movc|movi;
	ir_ld=~sm;
	sm_en=~halt;
	mux_s=mova|movc|movi|add|sub|in1;
	reg_we=mova|movc|movd|movi|add|sub|in1;
	au_en=sm&(mova|movb|add|sub|out1);
	gf_en=sub;
	in_en=in1;
	out_en=out1;
	au_ac=ir[7:4];
	if(movb) 
		begin s=2'b10; end
	else if(movc)
		begin s=2'b01; end
	else
		begin s=2'b00; end
	reg_sr=ir[1:0];
	reg_dr=ir[3:2];
end
endmodule
==> run.sh <==
#!/bin/bash
# OpenROAD 26Q1-2900-gdf79404cd8, Yosys 0.63+post, stock flow scripts
make -C /OpenROAD-flow-scripts/flow DESIGN_CONFIG=/design/flow/config.mk WORK_HOME=/design/flow/orfs finish
==> config.mk <==
export PLATFORM = sky130hd
export DESIGN_NAME = con_signal
export DESIGN_NICKNAME = con_signal
export VERILOG_FILES = /design/flow/design.v
export SDC_FILE = /design/flow/constraint.sdc
export NUM_CORES = 4
export LEC_CHECK = 1
export CORE_AREA = 10 10 70 70
export DIE_AREA = 0 0 80 80
==> constraint.sdc <==
current_design con_signal

set clk_period 1.0
set clk_io_pct 0.2

create_clock -name clk0 -period $clk_period

set non_clock_inputs [all_inputs -no_clocks]
set_input_delay [expr $clk_period * $clk_io_pct] -clock clk0 $non_clock_inputs
set_output_delay [expr $clk_period * $clk_io_pct] -clock clk0 [all_outputs]
==> impl_metrics.yaml <==
# physical design summary
outcome:
  outcome: "finished with violations"
  failed_checks: "setup timing"
global_route:
  vias_in_the_first_global_route: 209
  number_of_antenna_violations_at_the_first_check_in_global_routing: 0
  grt_first_pass_wirelength_mm: 1.10
  grt_use_total_pct: 2.08
  grt_max_degree: 4
  grt_overflow: 0
detailed_routing:
  detail_route.iter0.violations: 1
  detailed_route_wire_length_um: 795
  num_vias: 205
  drcViolationCount: 0
  routed_via_density: 2.33
  drt_first_pass_iters: 2
  wl_per_cell_um: 9.03
  antennaDiodeCount: 0
  detail-route-antenna-nets: 0
setup_path:
  start_kind: "input port"
  crit_path_end: "reg_we"
  worstSetupStartpoint: "add"
  cp_arrival_ns: 1.26
  worst-path-max-fanout: 3
  endpoint_kind: "primary output"
  worst-endpoint-required_ns: 0.80
  setup.worst_path.class: "input port to primary output"
timing:
  layout_setup_ws_ns: -0.458
  slew-limit-headroom_pct: 91.8
  grt_setup_unrepaired: "true"
  tightestPinTransition_ns: 0.123
  setup_tns_ns: -1.23
  final_min_period_over_clock_period_pct: 146
  final-hold-violation-count: 0
  final_max_slew_viol_count: 0
  post_layout_minimum_cycle_time_ns: 1.46
  setup_violators_final: 3
  max_clock_freq_mhz: 686
yosys:
  yosys.stat.chipArea_um2: 171
  synth_warnings: 1
  top_area_share_pct: 56.9
  post_synth_num_cell_types: 11
  syn_area_um2: 171
  synth.area.top_cells: "buf_4, or3_4, o31a_2"
  yosys.area.top_type: "buf_4"
  netlist_instances: 24
  syn-mean-instance-area_um2: 7.14
  post_synth_seq_share_pct: 0
  yosysCellCount: 24
run:
  warning_total_across_the_stage_logs: 35
  cap_violations: 0
finish:
  post_route_cells_drive_above_1_share_pct: 42.9
  postLayoutCellArea_um2: 407
  layout-area-overhead-vs-synth_pct: 137
  seq_cell_count: 0
  nClkBuffers: 0
  top_layout_cells: "dlygate4sd2_1, buf_6, buf_2, inv_1, clkdlybuf4s50_1"
  mostFrequentLayoutCell: "dlygate4sd2_1"
  ff_latch_area_um2: 0
  fillerInstances: 402
placement:
  post_dp_cell_area_um2: 434
  place.gp.congestion: 0.727
  buffer_ports.inserted: 28
  hpwlAfterDp_um: 727
  dp_slack_ns: -1.11
power_and_ir_drop:
  p_leak_nw: 0.183
  powerDensity_nw_per_um2: 257
  ir_drop_mv: 0.0310
die:
  die.size.x_um: 80
  dieArea_um2: 6400
  num_io_pins: 44
  floorplan_core_area_um2: 3420
  placement_rows: 21
  floorplan.die.height_um: 80
  initial_utilization_pct: 5.02
min_path:
  holdCritPathClass: "input port to primary output"
  holdCritStartpoint: "ir[4]"
  worst_hold_path.num_cells: 0
clocking:
  post_cts_buffers: 0
-- per-stage QoR --
step	power [W]	std cells	hold slack, ns	util, %
final	0.000104	88	0.400	11.9
after global routing	0.000116	88	0.400	11.9
after CTS	0.000105	88	0.400	11.7
after detailed placement	0.000131	88	0.400	12.7
after global placement	0.000130	88	0.400	12.7
after floorplan	0.0000418	24	0.409	-
-- worst max-delay path, stage by stage --
cell and delay (ns):
buf_6 0.09, or3_4 0.39, or4b_1 0.46, buf_2 0.12
-- worst min path at each step --
stage         endpoint  slack, ns
CTS           au_ac[1]       0.40
global route  au_ac[3]       0.40
finish        au_ac[0]       0.40
-- cells in the mapped netlist --
library cell,count
buf_4,13
inv_1,2
or4_1,1
o31a_2,1
nand2_1,1
nor2_1,1
a21o_1,1
nor2b_1,1
nand2b_1,1
or4b_1,1
or3_4,1
-- cell families (layout without fill, tap and decap cells) --
family                 Yosys count  after routing  share of synthesized area, %
AOI/OAI and AO/OA                2              2                          10.2
buffers and inverters           15             33                          61.3
and+or+nand+nor                  7              7                          28.5
-- routing by layer --
metal	up-vias	routed length, um	global-route usage (%)	share of wire (%)
li1	101	-	-	-
met1	82	339	2.64	43
met2	22	274	2.81	34
met3	0	181	1.59	23
met4	0	0	0.176	0
met5	-	0	0	0
-- area by class of cell --
type / instances / area [um2] / area share, %
tap: 46 / 57.6 / 14.2
timing repair buffer: 31 / 270 / 66.5
multi-input combinational: 9 / 71.3 / 17.5
inverter: 2 / 7.51 / 1.85
-- report_power, final --
group / switching [W] / internal, W
combinational: 0.0000264 / 0.0000780
sequential: 0 / 0
clock: 0 / 0
-- repair_timing --
item / in CTS / in global routing
resized: 54 / 5
hold buffers: 0 / 0
endpoints found under the setup margin: 14 / 4
pin swaps: 4 / 3
No activity file was given, so power comes from the tool's default toggle rates.
